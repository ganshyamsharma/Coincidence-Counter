**flow/config.mk**
```make
export PLATFORM = sky130hd
export DESIGN_NAME = nwcc
export DESIGN_NICKNAME = nwcc
export VERILOG_FILES = /design/flow/design.v
export SDC_FILE = /design/flow/constraint.sdc
export NUM_CORES = 4
export LEC_CHECK = 1
export CORE_UTILIZATION = 30
```
**flow/design.v**
```verilog
module nwcc #(parameter DATA_BITS = 24)
    (
    input i_clk_1mhz, i_pulse_signal, i_reset,
    output [DATA_BITS-1 : 0] o_r_plus_a_count, o_a_count, o_total_count
    );
    wire [DATA_BITS-1 : 0] w_cnt1, w_cnt2, w_sub, w_add1, w_add2;
    wire w_a, w_b, w_c;                                                   	 
    assign o_total_count = w_cnt1; 
    delay8 d1(i_clk_1mhz, i_reset, i_pulse_signal, w_a);
    delay128 d2(i_clk_1mhz, i_reset, w_a, w_b);
    delay1024 d3(i_clk_1mhz, i_reset, i_pulse_signal, w_c);
    counter c1(w_a, i_reset, w_cnt1);
    counter c2(w_b, i_reset, w_cnt2);
    subtractor sub1(w_cnt1, w_cnt2, w_sub);
    adder add1(w_sub, o_r_plus_a_count, w_add1);                     		 
    adder add2(w_sub, o_a_count, w_add2);                      				 
    register reg1(i_pulse_signal, i_reset, w_add1, o_r_plus_a_count);     	 
    register reg2(w_c, i_reset, w_add2, o_a_count);  						 
endmodule
module counter #(parameter DATA_BITS = 24)
(
    input clk, reset,
    output reg [DATA_BITS-1:0] count
);
    always @(posedge clk, posedge reset) begin
    if (reset)
        count <= 0;
    else
        count <= count + 1'b1;
    end 
endmodule
module subtractor #(parameter DATA_BITS = 24)
(
    input [DATA_BITS-1:0] num1, num2,
    output [DATA_BITS-1:0] result
);
    assign result = num1 - num2;   
endmodule
module adder #(parameter DATA_BITS = 24)
(
    input [DATA_BITS-1:0] num1, num2,
    output [DATA_BITS-1:0] result
);
    assign result = num1 + num2;   
endmodule
module register #(parameter DATA_BITS = 24)
(
    input clk, reset,
    input [DATA_BITS-1:0] inp,
    output reg [DATA_BITS-1:0] out
);
    always @(posedge clk or posedge reset) begin
        if(reset)
            out <= 0;
        else
            out <= inp;
    end 
endmodule
module delay8 (
input clk, reset, inp, 
output out
);
    reg [7:0] shifter;
    assign out = shifter[7];
    always @(posedge clk or posedge reset) begin
        if(reset)
            shifter <= 8'd0;
        else
            shifter <= {shifter[6:0], inp};
    end
endmodule  
module delay128 (
input clk, reset, inp, 
output out
);
    reg [127:0] shifter;
    assign out = shifter[127];
    always @(posedge clk or posedge reset) begin
        if(reset)
            shifter <= 128'd0;
        else
            shifter <= {shifter[126:0], inp};
    end
endmodule        
module delay1024 (
input clk, reset, inp, 
output out
);
    reg [1023:0] shifter;
    assign out = shifter[1023];
    always @(posedge clk or posedge reset) begin
        if(reset)
            shifter <= 1024'd0;
        else
            shifter <= {shifter[1022:0], inp};
    end
endmodule
```
**flow/constraint.sdc**
```tcl
current_design nwcc

set clk_period 1.5
set clk_io_pct 0.2

create_clock -name clk0 -period $clk_period [get_ports {i_clk_1mhz}]
create_clock -name clk1 -period $clk_period [get_ports {i_pulse_signal}]

set non_clock_inputs [all_inputs -no_clocks]
set_input_delay [expr $clk_period * $clk_io_pct] -clock clk0 $non_clock_inputs
set_output_delay [expr $clk_period * $clk_io_pct] -clock clk0 [all_outputs]
```
**flow/run.sh**
```bash
#!/bin/bash
# OpenROAD 26Q1-2900-gdf79404cd8, Yosys 0.63+post, stock flow scripts
make -C /OpenROAD-flow-scripts/flow DESIGN_CONFIG=/design/flow/config.mk WORK_HOME=/design/flow/orfs finish
```
==> CHANGELOG.md <==
### Metrics

- PortBufs: 73
- Peak supply drop: between 0.8 and 0.9 mV
- DIE HEIGHT: around 330 um
- Number of global-route vias before repair: between 10000 and 15000
- Detailed-placement wirelength estimate: roughly 26 mm
- Registers, synthesis: about 1100
- Reg-to-reg startpoint: reg1.out[0]
- CP startpoint kind: flip-flop
- CTS Hold Bufs: 0
- Transition at the pin with the smallest max-transition slack: around 0.78 ns
- Placed cells: about 3300
- Worst reg2reg endpoint: reg1.out[22]
- Initial drt markers: approximately 780
- Required time at the worst-slack endpoint: between 1.5 and 2 ns
- Final hold violation count: 1
- Sequential share of power: around 54%
- Type of the setup path with the least slack: flip-flop to flip-flop
- Final setup violation count: 22
- Die X-Extent: between 300 and 400 um
- Minimum setup slack after placement: -1.180 ns
- Fraction of the yosys area taken by sequential cells: 86.94%
- Met2 wire length: approximately 19 mm
- Ys cells: between 1500 and 2000
- Crit path max-delay family: AND-OR/OR-AND gates
- Diodes inserted: 0
- Arrival time worst endpoint: between 2 and 3 ns
- Count of nets left with antenna violations after detail routing: 0
- Initial Utilization: a little under a third
- Grt total ovfl: 0
- Iteration count of the initial detailed-routing pass: 5
- Routed vias: roughly 14000
- Syn Inst Count: about 1700
- CP max stage cell: a2111o_1
- Status: complete, but fails checks
- Hold Path Origin: i_pulse_signal
- Crit-path max cell delay: 0.41 ns
- Type of destination of the critical path: flip-flop
- Proportion of register bits with asynchronous set or reset after synthesis: 100.0%
- Share of power burned in combinational logic: 1.5%
- Worst-path clk slew: 0.06 ns
- Global Route Usage Sum: under 10%
- Violated checks: negative hold slack, negative setup slack
- Worst Slack Setup Final: -1.107 ns
- Clock power frac: roughly 45%
- Final Slew Violations: 0
- I/O Pins: 75
- Share of post-route cells with drive strength above 1: 16.59%
- Buf+Inv Stages, Crit Path: 0
- Core Region: 0.1059 mm^2
- Count of flip-flops with a built-in enable after synthesis: 0
- Area of the die: between 0.1 and 0.15 mm^2
- Largest net degree at the start of global routing: ~67
- Cell-by-cell trace of the critical path: ha_2 -> fa_2 -> a21oi_4 -> o21ai_2 -> a21oi_2 -> o21bai_2 -> a31o_4 -> a2111o_1 -> a2111oi_2 -> nand3b_1
- Max Clock Skew: ~0.022 ns
- Register pins left without a clock: approximately 72
- Worst Path Max Fanout: 3
- DRC viols: 0
- Number of cells on the worst reg-to-reg path: 10
- Met3 routed wirelength: around 2.7 mm
- Endpoints left unconstrained: about 120
- Net switching component of the power: about 11 mW
- Final routed wire length divided by cell count: around 13 um
- Number of maximum-capacitance constraint violations: 0
- Antenna violations before repair: 0
- P_int: between 40 and 50 mW
- Met1 Wirelength: ~23 mm
- Number of cells on the worst hold path: 2
- Fillers: about 9400
- Power Density: 1386 mW/mm^2
- DR vias/cell: about 4.0
- Hold crit path type: clock port to flip-flop
- Top routing layer used: met4
- Non-filler cells in the finished layout: between 3000 and 4000
- Leakage power: roughly 20 nW
- Count of different cell masters after synthesis: approximately 61
- Clock tree from TritonCTS: done
- Post-Syn Area per Cell: 18.75 um^2
- Setup repair after global routing missed its margin: true
- Final GP Congestion: about 0.82
- Utilization of the core after routing: between 30 and 40%
- End point of the most critical hold path: d3.shifter[0]
- Post-Route Hold Slack: -0.3768 ns
- Synth warn: 5
- Area growth from synthesis to final layout: 22.05%
- Worst slew margin relative to its limit: between 40% and 50%
- Post-Route WL: between 40 and 50 mm
- Setup slack, reg-to-reg: -1.11 ns
- Post-Syn Area: roughly 0.032 mm^2
- Global-route wire length before repair: just under 80 mm
- Std cell rows: around 120
- Switching share of total power: between 10% and 20%
- Yosys chip area: approximately 0.032 mm^2
- Synth Flop Type: dfrtp_1
- Number of warnings in the stage logs: 34
-- sequential cells by signal, summed over array words and instances (netlist names) --
name        count
reg2.out       24
c2.count       24
reg1.out       24
d3.shifter   1024
c1.count       24
-- Yosys cell counts, types with 3 or more instances --
cell type | number | area share [%]
a211oi_1 | 6 | 0.14
a21o_1 | 20 | 0.47
a21oi_1 | 60 | 0.93
a31o_2 | 5 | 0.14
a31oi_1 | 5 | 0.097
and2_1 | 5 | 0.097
and3_1 | 9 | 0.17
and4_1 | 3 | 0.082
clkbuf_1 | 7 | 0.082
dfrtp_1 | 1120 | 87
fa_1 | 3 | 0.19
ha_1 | 75 | 2.9
inv_1 | 47 | 0.55
nand2_1 | 41 | 0.48
nand2b_1 | 8 | 0.16
nand3_1 | 20 | 0.31
nand4_1 | 13 | 0.25
nor2_1 | 46 | 0.54
nor2b_1 | 8 | 0.16
nor3_1 | 17 | 0.26
nor4_1 | 4 | 0.078
o21a_1 | 7 | 0.16
o21ai_0 | 29 | 0.45
o21bai_1 | 9 | 0.21
or2_2 | 6 | 0.12
xnor2_1 | 72 | 2.0
xor2_1 | 29 | 0.79
-- how the worst max path moves through the flow --
stage,from,cells past startpoint,slack [ns],to
after CTS,reg1.out[0],10,-1.11,reg1.out[22]
after global routing,reg1.out[0],10,-1.21,reg1.out[22]
final,reg1.out[0],10,-1.11,reg1.out[22]
-- cells in the final DEF, fill, tap and decap left out, types with 7 or more instances in the layout --
cell and n:
a21o_1 20, a21oi_1 50, a21oi_2 8, and3_1 9
buf_12 16, buf_4 107, buf_6 16, bufinv_16 10
clkbuf_1 11, clkbuf_16 96, clkbuf_8 16, clkdlybuf4s50_1 51
clkinv_2 23, dfrtp_1 1120, dlygate4sd2_1 15, ha_1 71
inv_1 46, nand2_1 41, nand2b_1 8, nand3_1 20
nand4_1 13, nor2_1 44, nor2b_1 7, nor3_1 17
o21a_1 7, o21ai_0 27, o21bai_1 9, xnor2_1 71
xor2_1 29
-- layer usage --
| layer | vias to the layer above | track usage (%) |
|---|---|---|
| li1 | 6259 | - |
| met1 | 7092 | 15.79 |
| met2 | 351 | 12.26 |
| met3 | 85 | 2.471 |
| met4 | 0 | 1.993 |
| met5 | - | 0 |
-- metrics by stage --
step / power (mW) / TNS [ns] / area, um^2
after floorplan: 30.43 / - / 32320
after global placement: 30.81 / -12.81 / 35860
after detailed placement: 30.81 / -13.26 / 35860
after CTS: 55.50 / -13.43 / 39290
after global routing: 56.80 / -16.10 / 39340
final: 54.51 / -14.59 / 39340
-- final cells by class --
class | count | area, um^2 | area share (%)
Sequential cell | 1120 | 28030 | 71.24
Multi-Input combinational cell | 545 | 4174 | 10.61
Clock buffer | 123 | 2664 | 6.771
Timing Repair Buffer | 212 | 1996 | 5.072
Tap cell | 1391 | 1740 | 4.424
Clock inverter | 45 | 563.0 | 1.431
Inverter | 47 | 180.2 | 0.4579
-- power by group through the flow --
stage / clock [mW] / combinational [mW] / sequential, mW
4_1_cts: 25.2 / 0.869 / 29.5
5_1_grt: 26.3 / 0.963 / 29.5
6_report: 24.2 / 0.816 / 29.5
-- timing repair --
| item | CTS | global route |
|---|---|---|
| gates resized | 50 | 16 |
| endpoints found under the setup margin | 44 | 27 |
| pin swaps | 11 | 16 |
| buffers inserted | 21 | 8 |
-- kinds of logic after synthesis --
kind of cell	count (synthesis)	synth area share [%]
AND-OR/OR-AND	179	3.707
adder cells (fa/ha/maj)	78	3.097
buffers and inverters	54	0.6288
XOR/XNOR	102	2.795
AND/OR/NAND/NOR	186	2.830
flip-flops	1120	86.94
-- worst register-to-register path, stage by stage, from the launching register on --
cell and delay [ns]:
dfrtp_1 0.38, ha_2 0.21, fa_2 0.37, a21oi_4 0.15, o21ai_2 0.09, a21oi_2 0.15, o21bai_2 0.09, a31o_4 0.26
a2111o_1 0.41, a2111oi_2 0.29, nand3b_1 0.14
Power figures rest on the tool's default switching activity, not on a simulated workload.
